[run.sh]
#!/bin/bash
# OpenROAD 26Q1-2900-gdf79404cd8, Yosys 0.63+post, stock flow scripts
make -C /OpenROAD-flow-scripts/flow DESIGN_CONFIG=/design/flow/config.mk WORK_HOME=/design/flow/orfs finish
[config.mk]
export PLATFORM = sky130hd
export DESIGN_NAME = monitor
export DESIGN_NICKNAME = monitor
export VERILOG_FILES = /design/flow/design.v
export SDC_FILE = /design/flow/constraint.sdc
export NUM_CORES = 4
export LEC_CHECK = 1
export CORE_AREA = 10 10 83 83
export DIE_AREA = 0 0 93 93
[design.v]
`timescale 1ns / 1ps
module monitor (clk,a,SW,b,sum,thre); 
input clk;
input [1:0] a; 
input [7:0] SW;
output reg [1:0] b; 
output [7:0] sum;
output [7:0] thre;
reg [7:0] i=0;
wire [7:0] SWvalue;
reg [7:0] sw10;
always@(posedge clk)  begin
    case(SW)
    8'b00000000:sw10<=8'd0;
    8'b00000001:sw10<=8'd1;
    8'b00000010:sw10<=8'd2;
    8'b00000011:sw10<=8'd3;
    8'b00000100:sw10<=8'd4;
    8'b00000101:sw10<=8'd5;
    8'b00000110:sw10<=8'd6;
    8'b00000111:sw10<=8'd7;
    8'b00001000:sw10<=8'd8;
    8'b00001001:sw10<=8'd9;
    8'b00010000:sw10<=8'd10;
    8'b00010001:sw10<=8'd11;
    8'b00010010:sw10<=8'd12;
    8'b00010011:sw10<=8'd13;
    8'b00010100:sw10<=8'd14;
    8'b00010101:sw10<=8'd15;
    8'b00010110:sw10<=8'd16;
    8'b00010111:sw10<=8'd17;
    8'b00011000:sw10<=8'd18;
    8'b00011001:sw10<=8'd19;
    8'b00100000:sw10<=8'd20;
    8'b00100001:sw10<=8'd21;
    8'b00100010:sw10<=8'd22;
    8'b00100011:sw10<=8'd23;
    8'b00100100:sw10<=8'd24;
    8'b00100101:sw10<=8'd25;
    8'b00100110:sw10<=8'd26;
    8'b00100111:sw10<=8'd27;
    8'b00101000:sw10<=8'd28;
    8'b00101001:sw10<=8'd29;
    8'b00110000:sw10<=8'd30;
    8'b00110001:sw10<=8'd31;
    8'b00110010:sw10<=8'd32;
    8'b00110011:sw10<=8'd33;
    8'b00110100:sw10<=8'd34;
    8'b00110101:sw10<=8'd35;
    8'b00110110:sw10<=8'd36;
    8'b00110111:sw10<=8'd37;
    8'b00111000:sw10<=8'd38;
    8'b00111001:sw10<=8'd39;
    8'b01000000:sw10<=8'd40;
    8'b01000001:sw10<=8'd41;
    8'b01000010:sw10<=8'd42;
    8'b01000011:sw10<=8'd43;
    8'b01000100:sw10<=8'd44;
    8'b01000101:sw10<=8'd45;
    8'b01000110:sw10<=8'd46;
    8'b01000111:sw10<=8'd47;
    8'b01001000:sw10<=8'd48;
    8'b01001001:sw10<=8'd49;
    8'b01010000:sw10<=8'd50;
    8'b01010001:sw10<=8'd51;
    8'b01010010:sw10<=8'd52;
    8'b01010011:sw10<=8'd53;
    8'b01010100:sw10<=8'd54;
    8'b01010101:sw10<=8'd55;
    8'b01010110:sw10<=8'd56;
    8'b01010111:sw10<=8'd57;
    8'b01011000:sw10<=8'd58;
    8'b01011001:sw10<=8'd59;
    8'b01100000:sw10<=8'd60;
    8'b01100001:sw10<=8'd61;
    8'b01100010:sw10<=8'd62;
    8'b01100011:sw10<=8'd63;
    8'b01100100:sw10<=8'd64;
    8'b01100101:sw10<=8'd65;
    8'b01100110:sw10<=8'd66;
    8'b01100111:sw10<=8'd67;
    8'b01101000:sw10<=8'd68;
    8'b01101001:sw10<=8'd69;
    8'b01110000:sw10<=8'd70;
    8'b01110001:sw10<=8'd71;
    8'b01110010:sw10<=8'd72;
    8'b01110011:sw10<=8'd73;
    8'b01110100:sw10<=8'd74;
    8'b01110101:sw10<=8'd75;
    8'b01110110:sw10<=8'd76;
    8'b01110111:sw10<=8'd77;
    8'b01111000:sw10<=8'd78;
    8'b01111001:sw10<=8'd79;
    8'b10000000:sw10<=8'd80;
    8'b10000001:sw10<=8'd81;
    8'b10000010:sw10<=8'd82;
    8'b10000011:sw10<=8'd83;
    8'b10000100:sw10<=8'd84;
    8'b10000101:sw10<=8'd85;
    8'b10000110:sw10<=8'd86;
    8'b10000111:sw10<=8'd87;
    8'b10001000:sw10<=8'd88;
    8'b10001001:sw10<=8'd89;
    8'b10010000:sw10<=8'd90;
    8'b10010001:sw10<=8'd91;
    8'b10010010:sw10<=8'd92;
    8'b10010011:sw10<=8'd93;
    8'b10010100:sw10<=8'd94;
    8'b10010101:sw10<=8'd95;
    8'b10010110:sw10<=8'd96;
    8'b10010111:sw10<=8'd97;
    8'b10011000:sw10<=8'd98;
    8'b10011001:sw10<=8'd99;
    default:sw10<=8'd100;
    endcase
    end
always @ (posedge clk)begin
      if(i == 0)
      begin
          b <= (SW==0)? a : a+1;
          i <= i+1;
      end
      else if (i< SWvalue)
      begin
          b <= a+1;
          i <=i+1;
      end
      else if (i<99)
      begin
          b <= a;
          i <=i+1;
      end
      else
      begin
          b <= a;
          i <= 0;
      end
end
assign SWvalue = sw10;
assign sum = i;
assign thre=SWvalue;
endmodule
[constraint.sdc]
current_design monitor

set clk_period 2.4
set clk_io_pct 0.2

create_clock -name clk0 -period $clk_period [get_ports {clk}]

set non_clock_inputs [all_inputs -no_clocks]
set_input_delay [expr $clk_period * $clk_io_pct] -clock clk0 $non_clock_inputs
set_output_delay [expr $clk_period * $clk_io_pct] -clock clk0 [all_outputs]
==> impl_metrics.json <==
{
  "status": "finished clean",
  "end_kind": "register",
  "wl_per_cell_um": 10.6,
  "numCtsBuffers": 3,
  "clk_latency_ns": 0.24,
  "overflow": 0,
  "synth_flops": 17,
  "final.setup.tns_ns": 0,
  "final_cells": 242,
  "clk_path_buf_depth": 2,
  "synth_warnings": 1,
  "min_path_type": "reg2reg",
  "ys_sh_mux_pct": 1.32,
  "die_x_um": 93,
  "fin_crit_sh_pct": 78.5,
  "cts_resized": 0,
  "io_pins": 29,
  "dpl_cell_area_um2": 1500,
  "timing.final.crit_period_ns": 1.88,
  "ys_cells": 142,
  "dpl_worst_slack_ns": 0.270,
  "dr.pass1.iters": 4,
  "final.setup.worst_slack_ns": 0.517,
  "routed_wl_mm": 2.58,
  "netlist_area_um2": 1140,
  "power.leakage_nw": 0.637,
  "aoi_share_pct": 23.8,
  "cp_max_fo": 7,
  "hold_viol": 0,
  "irDropWorstVdd_mv": 0.353,
  "drv_slew": 0,
  "adder_share_pct": 11.0,
  "ys_async_sr_fraction_pct": 0,
  "cts-root-buf": "clkbuf_8",
  "drtAntennaViolNets": 0,
  "final_cell_mix": "27 x clkdlybuf4s50_1, 17 x dfxtp_1, 16 x a21oi_1, 14 x inv_1, 12 x nand2_1",
  "dp_hpwl_mm": 2.17,
  "tightest_slew_ns": 0.596,
  "simple_gate_share_pct": 19.6,
  "rows": 26,
  "ff_type": "dfxtp_1",
  "required_ns": 2.53,
  "ys_seq_share_pct": 29.9,
  "htreeDepth": 1,
  "drt_iter0_markers": 24,
  "yosysUniqueCellTypes": 37,
  "netlist_instances": 142,
  "whs_ns": 0.542,
  "fp-utilization_pct": 22.1,
  "n_antenna_cell": 0,
  "synth_area_per_cell_um2": 8.01,
  "dieArea_um2": 8650,
  "drc_errors": 0,
  "place_congestion": 0.938,
  "crit_type": "in2reg",
  "drive_above_1_share_pct": 8.72,
  "synth-edff-count": 0,
  "core_area_um2": 5140,
  "placed_cells": 238,
  "ys_area_um2": 1140,
  "cp.arrival_ns": 2.01,
  "tool_warnings": 27,
  "via_count": 1021,
  "design_area_um2": 1550,
  "antenna_found_initial": 0,
  "clock.fmax_ghz": 0.531,
  "finClkSkew_ns": 0.00160,
  "grt_max_degree": 12,
  "setup_viol": 0,
  "area_growth_pct": 36.0,
  "vias_per_cell": 4.22,
  "max_slew_margin_pct": 60.3,
  "power_density_nw_per_um2": 873,
  "cap_violations": 0,
  "clkTransAtPathRegs_ns": 0.06,
  "cts.sink_count": 17,
  "cts_tree": "built",
  "synthTopLogicFamily": "AND-OR/OR-AND gates",
  "cts_hold_buf": 0,
  "grt_pass1_vias": 976,
  "final_layout_top_logic_cell": "clkdlybuf4s50_1",
  "cp-start-kind": "primary input",
  "post_cts.repair.setup_buffers": 0,
  "rsz0062_at_grt": "false",
  "xor_share_pct": 6.93,
  "port_buffers": 27,
  "grt.total_usage_pct": 5.96,
  "die_h_um": 93,
  "grt_pass1_wl_mm": 4.36
}
synthesized netlist by cell type (2+ instances only):
| cell type | number | share of area, % |
|---|---|---|
| clkbuf_1 | 2 | 0.66 |
| a21boi_1 | 2 | 1.3 |
| nor3_1 | 3 | 1.3 |
| nand3_1 | 4 | 1.8 |
| a22oi_1 | 2 | 1.3 |
| a32oi_1 | 2 | 1.5 |
| nand2_1 | 12 | 4.0 |
| nor2_1 | 9 | 3.0 |
| o21ai_1 | 7 | 3.1 |
| ha_1 | 10 | 11 |
| nand2b_1 | 4 | 2.2 |
| dfxtp_1 | 17 | 30 |
| inv_1 | 14 | 4.6 |
| and3_1 | 3 | 1.7 |
| o22ai_1 | 2 | 1.1 |
| buf_2 | 2 | 0.88 |
| o21ai_0 | 4 | 1.8 |
| xor2_1 | 4 | 3.1 |
| xnor2_1 | 5 | 3.9 |
| a21oi_1 | 16 | 7.0 |
| a21o_1 | 2 | 1.3 |
flip-flops by register name, indices dropped and copies added, names as in the netlist:
signal / flops
b: 2
i: 8
sw10: 7
layout make-up:
| cell class | instances | area, um2 |
|---|---|---|
| fillers | 576 | 3590 |
| multi-input cells | 105 | 716 |
| flip-flops and latches | 17 | 340 |
| repair buffers | 31 | 300 |
| well taps | 70 | 87.6 |
| inverters | 15 | 56.3 |
| clock buffers | 3 | 41.3 |
| clock inverters | 1 | 5.00 |
layer usage:
layer | GRT usage [%] | wire (um)
met1 | 7.64 | 1240
met4 | 0.257 | 12
met2 | 9.87 | 1140
met5 | 0 | 0
met3 | 2.18 | 187
cell families after synthesis:
logic type      count (synthesis)
mux                             1
xor+xnor                        9
simple gates                   41
other cells                     1
buf+inv                        20
flops                          17
compound gates                 43
fa+ha+maj                      10
through the flow:
step                      util, %  power (mW)
after global placement       29.2        1.16
after floorplan                 -       0.870
after global routing         30.1        1.49
final                        30.1        1.35
after CTS                    30.1        1.37
after detailed placement     29.2        1.16
path summary, 6_finish.rpt:
check	startpoint	endpoint	slack [ns]	depth (start not counted)
min	i[0]$_DFF_P_	i[0]$_DFF_P_	0.54	1
max reg2reg	i[5]$_DFF_P_	i[3]$_DFF_P_	0.54	6
max	SW[2]	sw10[3]$_DFF_P_	0.52	8
min reg2reg	i[0]$_DFF_P_	i[0]$_DFF_P_	0.54	1
where the power goes:
part	internal [mW]	leakage (nW)	switching (mW)	total [mW]
logic	0.377	0.469	0.261	0.638
clock network	0.115	0.0255	0.0888	0.204
registers	0.374	0.143	0.134	0.508
critical path: stages:
cell             delay (ns)
clkdlybuf4s50_1        0.58
inv_1                  0.09
ha_1                   0.22
nand2b_1               0.22
a32oi_1                0.23
a311oi_1               0.07
nand2_1                0.07
o21ai_1                0.06
Power figures rest on the tool's default switching activity, not on a simulated workload.
